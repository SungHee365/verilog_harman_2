==> /design/flow/design.v <==
`timescale 1ns / 1ps
module Master(
    input clk,
    input rst,
    input logic btn,
    input logic [14:0] sw,
    input logic ready,
    input logic done,
    output logic start,
    output logic [7:0] data
);
    typedef enum { IDLE, L_START,L_READY, H_START,H_READY  } state_e;
    state_e state_reg, state_next;
    logic [7:0] temp_data_reg, temp_data_next;
    assign data = temp_data_reg;
    always_ff @( posedge clk, posedge rst ) begin
        if(rst) begin
            state_reg <= IDLE;            
            temp_data_reg <= 0;
        end
        else begin
            state_reg <= state_next; 
            temp_data_reg <= temp_data_next;
        end
    end
    always_comb begin
        state_next = state_reg;
        temp_data_next = temp_data_reg;
        start = 0;
        case (state_reg)
            IDLE: begin
                if(btn) begin
                    state_next = L_START;
                    temp_data_next = sw[7:0];
                end
            end
            L_START: begin
                if(ready) begin
                    start = 1;
                    state_next = L_READY;
                end
            end
            L_READY: begin
                if(done) begin
                    state_next = H_START;
                    temp_data_next = sw[14:8];
                end
            end
            H_START:  begin
                if(ready) begin
                    start = 1;
                    state_next = H_READY;
                end
            end
            H_READY: begin
                if(done) begin
                    state_next = IDLE;
                end
            end
        endcase
    end
endmodule
module SPI_Master(
    input logic clk,
    input logic rst,
    input logic start,
    input logic [7:0] tx_data,
    output logic [7:0] rx_data,
    output logic done,
    output logic ready,
    output logic SCLK,
    output logic MOSI,
    input logic MISO,
    output logic CS
    );
    typedef enum { IDLE, 
                   CP0, 
                   CP1 
    } state_e;
    logic [7:0] temp_tx_data_reg, temp_tx_data_next;
    logic [7:0] temp_rx_data_reg, temp_rx_data_next;
    logic tick_reg, tick_next;
    logic SCLK_reg,SCLK_next;
    logic [$clog2(50):0] clk_cnt_reg, clk_cnt_next;
    logic [3:0] bit_cnt_reg, bit_cnt_next;
    state_e state_reg, state_next;
    assign SCLK = SCLK_reg;
    assign MOSI = (~CS) ? temp_tx_data_reg[7] : 1'bz;
    assign rx_data = temp_rx_data_reg;
    always_ff @( posedge clk, posedge rst ) begin
        if(rst) begin
            state_reg <= IDLE;
            SCLK_reg <= 0;
            clk_cnt_reg <= 0;
            bit_cnt_reg <= 0;
            temp_tx_data_reg <= 0;
            temp_rx_data_reg <= 0;
        end
        else begin
            state_reg <= state_next;
            SCLK_reg <= SCLK_next;
            clk_cnt_reg <= clk_cnt_next;
            bit_cnt_reg <= bit_cnt_next;
            temp_tx_data_reg <= temp_tx_data_next;
            temp_rx_data_reg <= temp_rx_data_next;
        end        
    end
    always_comb begin
        state_next = state_reg;
        SCLK_next = SCLK_reg;
        clk_cnt_next = clk_cnt_reg;
        bit_cnt_next = bit_cnt_reg;
        temp_tx_data_next = temp_tx_data_reg;
        temp_rx_data_next = temp_rx_data_reg;
        done = 0;
        ready = 0;
        CS = 0;
        case (state_reg)
            IDLE: begin
                    done = 0;
                    ready = 1;
                    CS = 1;
                    if(start) begin
                        CS = 0;
                        state_next = CP0;
                        temp_tx_data_next = tx_data;
                    end
            end
            CP0: begin
                    SCLK_next = 0;
                    if(clk_cnt_reg == 49) begin
                        clk_cnt_next = 0;
                        temp_rx_data_next = {temp_rx_data_reg[6:0],MISO};
                        state_next = CP1;
                    end
                    else clk_cnt_next = clk_cnt_reg + 1;
            end 
            CP1: begin
                    SCLK_next = 1;
                    if(clk_cnt_reg == 49) begin
                        clk_cnt_next = 0;
                        if(bit_cnt_reg == 7) begin
                            done = 1;
                            bit_cnt_next = 0;
                            state_next = IDLE;
                        end
                        else begin
                            temp_tx_data_next = {temp_tx_data_reg[6:0],1'b0};
                            bit_cnt_next = bit_cnt_reg+1;
                            state_next = CP0;
                        end
                    end
                    else clk_cnt_next = clk_cnt_reg + 1;
            end  
        endcase
    end
endmodule
==> /design/flow/run.sh <==
#!/bin/bash
# OpenROAD 26Q1-2900-gdf79404cd8, Yosys 0.63+post, stock flow scripts
make -C /OpenROAD-flow-scripts/flow DESIGN_CONFIG=/design/flow/config.mk WORK_HOME=/design/flow/orfs finish
==> /design/flow/config.mk <==
export PLATFORM = sky130hd
export DESIGN_NAME = SPI_Master
export DESIGN_NICKNAME = SPI_Master
export VERILOG_FILES = /design/flow/design.v
export SDC_FILE = /design/flow/constraint.sdc
export NUM_CORES = 4
export LEC_CHECK = 1
export CORE_AREA = 10 10 102 102
export DIE_AREA = 0 0 112 112
==> /design/flow/constraint.sdc <==
current_design SPI_Master

set clk_period 2.5
set clk_io_pct 0.2

create_clock -name clk0 -period $clk_period [get_ports {clk}]

set non_clock_inputs [all_inputs -no_clocks]
set_input_delay [expr $clk_period * $clk_io_pct] -clock clk0 $non_clock_inputs
set_output_delay [expr $clk_period * $clk_io_pct] -clock clk0 [all_outputs]
==> flow_summary.ini <==
; generated from flow reports
[critical_path]
critPathRequiredTime_ps = 2000
crit_arrival_ps = 1890
path_cells = inv_1 -> ha_1 -> nand2b_1 -> nor4_4 -> nand2_2 -> nor2_1 -> clkdlybuf4s50_1
worstSetupPathType = reg2out
slowest_delay_ps = 490
critical_path.max_fanout = 4
critPathLaunch = clk_cnt_reg[1]
r2r_slack_ps = 590
worst_setup_path_start_kind = flip-flop
cp-end-kind = primary output
critPathTopFamily = buffers and inverters
cp_num_buf_inv = 2
critPathSlowestCell = clkdlybuf4s50_1
rr_worst_depth = 4
r2r_end = temp_tx_data_reg[3]
worstReg2RegStart = state_reg[0]
worst-path-stages = 7

[final_timing]
tns_ps = 0
worst_slack_ps = 110
fin_skew_ps = 5.10
slew_headroom = 0.629
finalCritPeriodShare = 0.956
period_minus_slack_ps = 2390
max_freq_ghz = 0.418
final_hold_viol_count = 0
holdWs_ps = 475
setup_viol = 0
tightest_slew_ps = 542
maxSlewViolCount = 0

[layout]
regArea_sq_um = 778
area_growth_syn_to_layout_pct = 36.0
final-comb-area_sq_um = 592
instances_no_fill = 262
nFillCells = 853
drive_above_1_share = 0.236
lay_top_count = dfrtp_1
lay_top_cells = dfrtp_1 (29), clkdlybuf4s50_1 (24), mux2_2 (10)

[worst_hold_path]
hp-start = clk_cnt_reg[6]
hold_depth = 1
hold_path.class = reg2reg
whs_endpoint = clk_cnt_reg[6]

[detailed_routing]
vias = 1059
dr.pass1.iters = 4
drt-initial-drc-count = 67
num_antenna_cells = 0
routedWlPerCell_um = 12.1
wl_mm = 3.16
viasPerCell = 4.04
drc = 0
ant_nets = 0

[die]
dieArea_sq_mm = 0.0125
initCoreUtil = 0.172
core_sq_mm = 0.00822
ios = 25
fp.dieW_um = 112
row_count = 33
die_h_um = 112

[clock_network]
cts_made_buffers = 5
cts_sinks = 31
root_buffer = clkbuf_8
cts_tree = built
htreeDepth = 2
clk_latency_ps = 280
path_clk_slew_ps = 60
cts_buffer_depth = 2

[global_routing]
gr-total-overflow = 0
grt_max_degree = 32
antenna_found_initial = 0
grtUsageTotal = 0.0518
grt_pass1_vias = 1067
grt_pass1_wl_mm = 5.50

[synth]
synthDistinctLibCells = 35
ys_cells = 121
area_leaders = dfrtp_1 (53%), mux2_2 (8.0%), o221a_2 (4.8%)
top_area_frac = 0.531
synth_seq_share = 0.550
flop_cell = dfrtp_1
async_flop_share = 1.00
ys.flops = 31
synth.avg_cell_area_sq_um = 11.7
edf_count = 0
top_area_cell = dfrtp_1
netlist_area_sq_mm = 0.00141
ys_area_sq_mm = 0.00141
synthesis.instances = 121
yosys_warnings = 2

[status]
outcome = finished clean

[pwr]
ir_drop_uv = 369
cellLeakagePower_uw = 0.000836
power_uw = 1010
powerDensity_mw_per_mm2 = 527

[run]
tool_warnings = 26
drv_cap = 0

[placed_design]
hpwl_mm = 2.27
io_buffers = 24
routabilityCongestion = 0.825
post-place-ws_ps = 212
placed_cells_incl_taps = 250
==> worst max path at each step <==
stage         endpoint  slack (ps)
finish            done         110
global route      done         -40
CTS               done          40
==> cell usage after synthesis (2+ instances only) <==
master,count
a21o_1,3
nand2_1,8
nand2b_1,2
o221a_2,6
nor3_1,4
nand3_1,4
ha_1,3
mux2_2,10
o21ai_0,6
nor2_1,9
inv_1,7
or3_1,6
xnor2_1,2
dfrtp_1,30
==> worst reg2reg max path: stages, from the launching register on <==
cell	delay [ps]
dfstp_2	580
mux2i_1	510
nor2_1	120
a31o_2	310
o221a_2	290
==> per-layer routing <==
| metal | track usage | wire length (um) | up-vias | share of wire |
|---|---|---|---|---|
| met3 | 0.0271 | 253 | 0 | 0.080 |
| met5 | 0 | 0 | - | 0 |
| met4 | 0.00254 | 0 | 0 | 0 |
| li1 | - | - | 511 | - |
| met2 | 0.0703 | 1370 | 30 | 0.43 |
| met1 | 0.0750 | 1540 | 518 | 0.49 |
==> stage by stage <==
| stage | util | area [sq um] |
|---|---|---|
| finish | 0.234 | 1920 |
| global route | 0.234 | 1920 |
| CTS | 0.230 | 1890 |
| detailed placement | 0.217 | 1790 |
| global placement | 0.217 | 1790 |
| floorplan | - | 1410 |
==> repair_timing <==
item,4_1_cts,5_1_grt
endpoints found under the setup margin,1,1
hold buffers,0,0
resized,1,1
buffers inserted,0,4
==> power by group <==
part	internal [uW]	switching, uW
registers	520	9.83
clock network	251	174
logic	39.1	18.4
total	810	203
==> final cells by class <==
| class | instances | share of cell area |
|---|---|---|
| Clock buffer | 8 | 0.0521 |
| Tap cell | 105 | 0.0684 |
| Inverter | 7 | 0.0137 |
| Multi-Input combinational cell | 80 | 0.308 |
| Timing Repair Buffer | 31 | 0.152 |
| Sequential cell | 31 | 0.405 |
==> cells by family (layout without fill, tap and decap cells) <==
| logic type | count (synthesis) | in the layout | share of synthesized area |
|---|---|---|---|
| buf+inv | 10 | 46 | 0.0328 |
| fa+ha+maj | 3 | 3 | 0.0266 |
| mux | 12 | 12 | 0.0948 |
| xor+xnor | 3 | 3 | 0.0186 |
| flops | 31 | 31 | 0.550 |
| compound gates | 24 | 24 | 0.136 |
| simple gates | 38 | 38 | 0.142 |
Power is estimated from default activity; no workload was simulated.
