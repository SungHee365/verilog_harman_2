<file path="flow/config.mk">
export PLATFORM = sky130hd
export DESIGN_NAME = HCSR04_Periph
export DESIGN_NICKNAME = HCSR04_Periph
export VERILOG_FILES = /design/flow/design.v
export SDC_FILE = /design/flow/constraint.sdc
export NUM_CORES = 4
export LEC_CHECK = 1
export CORE_UTILIZATION = 50
</file>
<file path="flow/constraint.sdc">
current_design HCSR04_Periph

set clk_period 12.5
set clk_io_pct 0.2

create_clock -name clk0 -period $clk_period [get_ports {PCLK}]

set non_clock_inputs [all_inputs -no_clocks]
set_input_delay [expr $clk_period * $clk_io_pct] -clock clk0 $non_clock_inputs
set_output_delay [expr $clk_period * $clk_io_pct] -clock clk0 [all_outputs]
</file>
<file path="flow/design.v">
`timescale 1ns / 1ps
module HCSR04_Periph (
    input  logic        PCLK,
    input  logic        PRESET,
    input  logic [ 3:0] PADDR,
    input  logic [31:0] PWDATA,
    input  logic        PWRITE,
    input  logic        PENABLE,
    input  logic        PSEL,
    output logic [31:0] PRDATA,
    output logic        PREADY,
    input echo,
    output start_trigger
);
    logic  trigger;
    logic [8:0] distance;
    APB_SlaveIntf_HCSR04 U_APB_Intf (.*);
    HCSR04 U_GPOHCSR04_IP (.*);
endmodule
module APB_SlaveIntf_HCSR04 (
    input  logic        PCLK,
    input  logic        PRESET,
    input  logic [ 3:0] PADDR,
    input  logic [31:0] PWDATA,
    input  logic        PWRITE,
    input  logic        PENABLE,
    input  logic        PSEL,
    output logic [31:0] PRDATA,
    output logic        PREADY,
    output logic trigger,
    input logic [8:0] distance
);
    logic [31:0] slv_reg0, slv_reg1;  
    assign trigger = slv_reg0[0];
    assign slv_reg1 = distance;
    always_ff @(posedge PCLK, posedge PRESET) begin
        if (PRESET) begin
            slv_reg0 <= 0;
        end else begin
            if (PSEL && PENABLE) begin
                PREADY <= 1'b1;
                if (PWRITE) begin
                    case (PADDR[3:2])
                        2'd0: slv_reg0 <= PWDATA;
                    endcase
                end else begin
                    PRDATA <= 32'bx;
                    case (PADDR[3:2])
                        2'd0: PRDATA <= slv_reg0;
                        2'd1: PRDATA <= slv_reg1;
                    endcase
                end
            end else begin
                PREADY <= 1'b0;
            end
        end
    end
endmodule
module HCSR04 (
    input  logic PCLK,
    input  logic PRESET,
    input  logic trigger,
    input  logic echo,
    output logic [8:0] distance,
    output logic start_trigger
);
    logic tick_1us, time_done;
Ultrasonic_dp U_hcsr04_dp(
    .clk(PCLK),
    .rst(PRESET),
    .tick_1us(tick_1us),
    .btn(trigger),
    .echo(echo),
    .start_trigger(start_trigger),
    .time_done(time_done)
);
tick_genp_1Mhz U_hcsr04_tick(
    .clk(PCLK),
    .rst(PRESET),
    .tick_1us(tick_1us)
);
dist_calculator U_hcsr04_dist(
    .clk(PCLK),
    .rst(PRESET),
    .tick(tick_1us),
    .echo(echo),
    .time_done(time_done),
    .dist_cm(distance)
);
endmodule
module Ultrasonic_dp(
    input logic clk,
    input logic rst,
    input logic tick_1us,
    input logic btn,
    input logic echo,
    output logic start_trigger,
    output logic time_done
);
    parameter IDLE = 0, START = 1, WAIT = 2, DATA = 3;
    logic time_next, time_reg;
    logic [3:0] cnt_next, cnt_reg;
    logic [1:0] state,next;
    logic start_next, start_reg;
    assign start_trigger = start_reg;
    assign time_done = time_reg;
    always @(posedge clk, posedge rst) begin
        if(rst) begin
            cnt_reg <= 0;
            start_reg <= 0;
            state <= 0;
            time_reg <= 0;
        end
        else begin
            cnt_reg <= cnt_next;
            start_reg <= start_next;
            state <= next;
            time_reg <= time_next;
        end
    end
    always @(*) begin
        cnt_next = cnt_reg;
        start_next = start_reg;
        next = state;
        time_next = time_reg;
        case (state)
           IDLE : begin  time_next = 0;
                    if(btn) begin 
                     next = START;
                    end
           end
           START : if(tick_1us == 1) begin
                    if(cnt_reg == 9) begin
                        start_next = 0;
                        cnt_next = 0;
                        next = WAIT;
                    end
                    else begin
                        cnt_next = cnt_reg + 1;
                        start_next = 1;
                        next = START;
                    end
           end
           WAIT : if(tick_1us == 1) begin
            if(echo == 1) begin
                next = DATA;
            end
            else begin
                next = WAIT;
            end
           end
           DATA : if(tick_1us == 1) begin
            if(echo == 0) begin
                next = IDLE;
                time_next = 1;
            end
            else begin
                next = DATA;
            end
           end
        endcase
    end
endmodule
module tick_genp_1Mhz(
    input  logic clk,
    input  logic rst,
    output logic tick_1us
);
    logic [$clog2(100)-1:0] cnt_next, cnt_reg;
    logic tick_next, tick_reg;
    assign tick_1us = tick_reg;
    always @(posedge clk, posedge rst) begin
        if(rst) begin 
            cnt_reg <= 0;
            tick_reg <=0;
        end
        else begin
            cnt_reg <= cnt_next;
            tick_reg <= tick_next;
        end
    end
    always @(*) begin
        cnt_next = cnt_reg;
        tick_next = tick_reg;
        if(cnt_reg == 100-1) begin
            cnt_next = 0;
            tick_next = 1;
        end
        else begin
            cnt_next = cnt_reg +1;
            tick_next = 0;
        end 
    end
endmodule
module dist_calculator(
    input   logic       clk,
    input   logic       rst,
    input   logic       tick,
    input   logic       echo,
    input   logic       time_done,
    output  logic [8:0] dist_cm
);
    reg [15:0]cnt_reg,cnt_next;
    reg [15:0]time_reg, time_next;
    always @( posedge clk, posedge rst) begin
        if(rst) begin
            cnt_reg <= 0;
            time_reg <= 0;
        end
        else begin
            cnt_reg <= cnt_next;
            time_reg <= time_next;
        end
    end
    always @(*) begin
        cnt_next = cnt_reg;
        time_next = time_reg;
        if(time_done == 1) begin
            cnt_next = 0;
            time_next = cnt_reg;
        end
        if(tick == 1'b1) begin
            if(echo == 1) begin
                cnt_next = cnt_reg + 1;
            end
        end
    end
    assign dist_cm = time_reg/58;
endmodule
</file>
<file path="flow/run.sh">
#!/bin/bash
# OpenROAD 26Q1-2900-gdf79404cd8, Yosys 0.63+post, stock flow scripts
make -C /OpenROAD-flow-scripts/flow DESIGN_CONFIG=/design/flow/config.mk WORK_HOME=/design/flow/orfs finish
</file>
==> results.toml <==
# synthesis and place-and-route metrics
[layout]
area_growth_pct = 20.79
final_cell_mix = "dfrtp_1 (80), clkdlybuf4s50_1 (73), nand2_1 (66)"
drive_gt1_share_pct = 14.81
layout_top_cell = "dfrtp_1"

[die]
core_um2 = 13450
rows = 42
die_w_um = 120.3
die_y_um = 120.3
ios = 76
floorplan.die_area_um2 = 14460
core_util_floorplan_pct = 51.98

[placement]
place_hpwl_mm = 10.59
place_congestion = 0.8740
pre_cts_ws_ns = 4.734
port_buffers = 73

[yosys]
async_flop_share_pct = 71.05
ys.flop_type = "dfrtp_1"
adder_share_pct = 0.8230
synth-edff-count = 33
synthCells = 712
ys_sh_simple_pct = 18.89
synthAoiAreaFrac_pct = 22.90
syn_area_um2 = 6993
syn_avg_cell_area_um2 = 9.822
yosys-stat-area_um2 = 6993
synth_seq_share_pct = 43.17
yosys-stat-cells = 712
synth.distinct_cells = 95
muxShareOfSynthArea_pct = 7.372
ys_sh_xor_pct = 2.720
synth_warnings = 4
topCombFamilyByArea = "AND-OR/OR-AND gates"
ys_ff = 114

[sta]
slew_headroom_pct = 48.64
fin_ws_ns = 4.610
hold_slack_ns = 0.4789
finalMaxSlewViolations = 0
setup_tns_ns = 0
final-setup-viol-count = 0
rsz0062_at_grt = "no"
hold_viol_final = 0
fmaxAchievable_ghz = 0.1267
max_slew.worst_pin.slew_ns = 0.7509
min_period_over_period_pct = 63.12
finClkSkew_ns = 0.006161
finalCriticalPeriod_ns = 7.890

[pwr]
p_per_area_nw_per_um2 = 124.7
power_leakage_nw = 3.145
power.total_mw = 1.053
vdd_drop_max_mv = 0.1137

[setup_path]
critPathSlowestCell = "dfrtp_1"
timing_worst_setup_path_type = "flop to flop"
end_kind = "flop"
worstPathRequired_ns = 12.63
crit_path_max_incr_delay_ns = 0.72
crit_fanout = 17
startpoint_type = "flop"
r2r_cells = 25
cp_data_arrival_time_ns = 8.02

[clock_network]
cts_made_buffers = 17
clkSinkCount = 114
postCtsSetupBuffers = 0
clockBufferDepth = 2
h-tree-depth = 4
clock_latency_ns = 0.40
ctsHoldBuffers = 0
clk_pin_slew_ns = 0.05
clockRootBuffer = "clkbuf_16"
cts_tree = "done"
post_cts_resized = 0

[routing]
dr.pass1.iters = 5
viasPerCell = 5.929
dr_total_vias = 5686
n_antenna_cell = 0
ant_nets = 0
drc = 0
avgRoutedWirePerCell_um = 15.93
drt-initial-drc-count = 335
routed_wirelength_mm = 15.28

[grt]
grt-ovfl-total = 0
track_usage_pct = 22.99
grt_pass1_vias = 5215
grt_max_degree = 52
grt_antenna_before_repair = 0
grt_pass1_wl_mm = 25.85

[min_path]
hp-class = "flop to flop"
hold_depth = 2

[flow_run]
drv_cap = 0
tool_warnings = 28

[status]
status = "finished clean"
[final cells by class]
class	count	area, um^2
fillers	1074	5006
multi-input cells	537	3697
flip-flops and latches	114	3019
repair buffers	81	790.8
clock buffers	24	504.2
well taps	176	220.2
clock inverters	8	142.6
inverters	19	72.57
[synth_stat cells, drive strengths merged (3+ instances only)]
| library cell | instances | area [um^2] |
|---|---|---|
| nor3 | 22 | 110.1 |
| and2 | 34 | 215.2 |
| o2111ai | 7 | 86.34 |
| nand3 | 27 | 135.1 |
| xor2 | 6 | 52.55 |
| and3b | 3 | 26.28 |
| nor2b | 6 | 37.54 |
| o211ai | 15 | 155.1 |
| a311o | 3 | 31.28 |
| a211oi | 12 | 95.09 |
| and3 | 8 | 50.05 |
| nand2 | 66 | 247.7 |
| o31ai | 5 | 37.54 |
| a21boi | 5 | 37.53 |
| inv | 19 | 71.32 |
| o21ai | 63 | 319.0 |
| nor2 | 48 | 180.2 |
| mux2 | 39 | 442.9 |
| nand4 | 12 | 90.09 |
| dfrtp | 80 | 2002 |
| mux2i | 6 | 72.57 |
| ha | 3 | 37.54 |
| nor4 | 5 | 31.28 |
| edfxtp | 33 | 991.0 |
| o31a | 3 | 26.28 |
| a22o | 5 | 43.79 |
| a311oi | 5 | 61.31 |
| buf | 20 | 132.6 |
| nor3b | 3 | 22.52 |
| a22oi | 6 | 50.05 |
| clkbuf | 22 | 83.83 |
| or3 | 6 | 42.54 |
| a31oi | 10 | 92.59 |
| a21oi | 23 | 126.4 |
| a2111oi | 3 | 45.05 |
| xnor2 | 14 | 137.6 |
| o22ai | 6 | 37.54 |
| a21o | 7 | 52.55 |
| nand2b | 4 | 25.02 |
| a2bb2oi | 4 | 35.03 |
[cells by family (layout without fill, tap and decap cells)]
group                    after synthesis  in the layout
AND/OR/NAND/NOR                      257            257
AND-OR/OR-AND                        210            210
flip-flops                           114            114
buffers and inverters                 61            132
multiplexers                          45             45
XOR/XNOR                              20             20
adder cells (fa/ha/maj)                5              5
[power by group]
part	switching, mW	leakage, nW	internal, mW
logic	0.0325	1.48	0.0555
clock network	0.156	0.319	0.362
registers	0.0208	1.35	0.427
total	0.209	3.15	0.844
[per-layer routing]
| metal | routed length [um] | share of wire, % | track usage, % | up-vias |
|---|---|---|---|---|
| met1 | 7162 | 47 | 38.34 | 2728 |
| met4 | 212 | 1.4 | 3.009 | 0 |
| met3 | 649 | 4.2 | 3.131 | 14 |
| met5 | 0 | 0 | 0 | - |
| met2 | 7252 | 47 | 34.66 | 140 |
| li1 | - | - | - | 2804 |
[critical path: cells and delay by family (launching register included)]
kind | cells | cell delay [ns]
AND-OR/OR-AND | 17 | 4.68
adder cells (fa/ha/maj) | 1 | 0.24
buffers and inverters | 1 | 0.15
flip-flops | 1 | 0.72
AND/OR/NAND/NOR | 6 | 1.82
[path summary, 6_finish.rpt]
check                                                     startpoint                             endpoint  slack (ns)
setup / recovery           U_GPOHCSR04_IP.U_hcsr04_dist.time_reg[11]                 U_APB_Intf.PRDATA[0]        4.61
hold / removal                   U_GPOHCSR04_IP.U_hcsr04_dp.state[0]  U_GPOHCSR04_IP.U_hcsr04_dp.state[0]        0.48
setup reg to reg           U_GPOHCSR04_IP.U_hcsr04_dist.time_reg[11]                 U_APB_Intf.PRDATA[0]        4.61
hold reg to reg                  U_GPOHCSR04_IP.U_hcsr04_dp.state[0]  U_GPOHCSR04_IP.U_hcsr04_dp.state[0]        0.48
max in group asynchronous                                     PRESET              U_APB_Intf.slv_reg0[16]        8.94
min in group asynchronous                                     PRESET              U_APB_Intf.slv_reg0[12]        2.53
[stage by stage]
stage,area (um^2),cells,util (%)
CTS,8447,959,62.79
global placement,7800,927,57.98
detailed placement,7800,927,57.98
global route,8447,959,62.79
floorplan,6993,712,-
finish,8447,959,62.79
Power and IR drop assume default switching activity.
