`design/flow/config.mk`:
```
export PLATFORM = sky130hd
export DESIGN_NAME = fifo_Periph
export DESIGN_NICKNAME = fifo_Periph
export VERILOG_FILES = /design/flow/design.v
export SDC_FILE = /design/flow/constraint.sdc
export NUM_CORES = 4
export LEC_CHECK = 1
export CORE_UTILIZATION = 30
```
`design/flow/constraint.sdc`:
```
current_design fifo_Periph

set clk_period 4.3
set clk_io_pct 0.2

create_clock -name clk0 -period $clk_period [get_ports {PCLK}]

set non_clock_inputs [all_inputs -no_clocks]
set_input_delay [expr $clk_period * $clk_io_pct] -clock clk0 $non_clock_inputs
set_output_delay [expr $clk_period * $clk_io_pct] -clock clk0 [all_outputs]
```
`design/flow/design.v`:
```
`timescale 1ns / 1ps
module TOP_UART_Stopwatch_Clock(
    input clk,rst,
    input rx,  
    output tx,  
    output RX_rd,
    output [7:0] RX_rdata,
    output RX_empty,
    input TX_wr,
    input [7:0] TX_wdata,
    input TX_full
    );
wire w_tick;
wire w_rx_done, w_tx_done;
wire w_rd_full, w_empty_wr;
wire w_empty_start;
wire [7:0] w_rx_data, w_FIFO_data, w_tx_data;
UART_RX U_RX(
    .clk(clk),
    .rst(rst),
    .tick(w_tick),
    .rx(rx),
    .rx_done(w_rx_done),
    .rx_data(w_rx_data)
);
fifo U_FIFO_RX(
    .clk(clk),
    .reset(rst),   
    .wdata(w_rx_data),
    .wr_en(w_rx_done),
    .full(),
    .rd_en(RX_rd),  
    .rdata(RX_rdata),
    .empty(RX_empty)
    );
fifo U_FIFO_TX(
    .clk(clk),
    .reset(rst),
    .wdata(TX_wdata),
    .wr_en(TX_wr),
    .full(TX_full),
    .rd_en(~w_tx_done),  
    .rdata(w_tx_data),
    .empty(w_empty_start)
    );
UART_TX U_TX(
    .clk(clk),
    .rst(rst),
    .tick(w_tick),
    .start_trigger(~w_empty_start),
    .data_in(w_tx_data),
    .o_tx(tx), 
    .o_tx_done(w_tx_done)
);
baud_tick_genp U_BAUD_Tock_Gen(
    .clk(clk),
    .rst(rst),
    .baud_tick(w_tick)
);
endmodule
`timescale 1ns / 1ps
module UART_RX(
    input clk,
    input rst,
    input tick,
    input rx,
    output rx_done,
    output [7:0] rx_data
);
    localparam IDLE = 0, START = 1, DATA = 2, STOP =3;
    reg rx_done_reg, rx_done_next;
    reg [1:0] state,next;
    reg [2:0] bit_cnt_reg, bit_cnt_next;
    reg [4:0] tick_cnt_reg, tick_cnt_next;
    reg [7:0] rx_data_reg, rx_data_next;
    assign rx_done = rx_done_reg;
    assign rx_data = rx_data_reg;
    always @(posedge clk, posedge rst) begin
        if(rst) begin
            state           <= 0;
            rx_done_reg     <= 0;
            bit_cnt_reg     <= 0;
            tick_cnt_reg    <= 0;
            rx_data_reg     <= 0;
        end
        else begin
            state           <= next;
            rx_done_reg     <= rx_done_next;
            bit_cnt_reg     <= bit_cnt_next;
            tick_cnt_reg    <= tick_cnt_next;
            rx_data_reg     <= rx_data_next;
        end
    end
    always @(*) begin
        next = state;
        tick_cnt_next = tick_cnt_reg;
        bit_cnt_next = bit_cnt_reg;
        rx_done_next = 1'b0;
        rx_data_next = rx_data_reg;
        case (state)
            IDLE: begin
                tick_cnt_next = 0;
                bit_cnt_next = 0;
                rx_done_next = 1'b0;
                if(rx==1'b0) begin
                    next = START;
                end
            end
            START: begin
                if(tick == 1'b1) begin
                    if(tick_cnt_reg == 7) begin
                        next = DATA;
                        tick_cnt_next = 0;
                    end
                    else begin
                        tick_cnt_next = tick_cnt_reg + 1;
                    end
                end
            end
            DATA: begin
                if(tick == 1'b1) begin
                    if(tick_cnt_reg == 15 ) begin
                        rx_data_next [bit_cnt_reg] = rx;
                        if(bit_cnt_reg == 7) begin
                            next = STOP;
                            bit_cnt_next = 0;
                            tick_cnt_next = 0;  
                        end
                        else begin
                            next = DATA;
                            bit_cnt_next = bit_cnt_reg + 1;
                            tick_cnt_next = 0;
                        end
                    end
                    else begin
                        tick_cnt_next = tick_cnt_reg + 1;
                    end
                end
            end
            STOP: begin
                if(tick) begin
                    if(tick_cnt_reg == 23) begin
                        rx_done_next = 1'b1;
                        next = IDLE;
                    end
                    else begin
                        tick_cnt_next = tick_cnt_reg + 1;
                    end
                end
            end  
        endcase
    end
endmodule
module baud_tick_genp (
    input clk,
    input rst,
    output baud_tick
);
    parameter BAUD_RATE = 9600;  
    localparam BAUD_COUNT = (100_000_000/BAUD_RATE)/16;
    reg [$clog2(BAUD_COUNT)-1:0] cnt_reg, cnt_next;
    reg tick_reg, tick_next;
    assign baud_tick = tick_reg;
    always @(posedge clk, posedge rst) begin
        if(rst) begin
            tick_reg <= 0;
            cnt_reg <= 0;
        end
        else begin
            cnt_reg <= cnt_next;
            tick_reg <= tick_next;
        end 
    end
    always @(*) begin
        cnt_next = cnt_reg;
        tick_next = tick_reg;
        if(cnt_reg == BAUD_COUNT-1) begin
            cnt_next = 0;
            tick_next = 1'b1; 
        end
        else begin
            cnt_next = cnt_reg + 1;
            tick_next = 1'b0;
        end
    end
endmodule
`timescale 1ns / 1ps
module UART_TX(
    input clk,
    input rst,
    input tick,
    input start_trigger,
    input [7:0] data_in,
    output o_tx, o_tx_done
);
    parameter IDLE = 0, SEND = 1, START = 2, D = 3,
              STOP = 4;
    reg tx_reg, tx_next, tx_done_reg, tx_done_next;
    reg [2:0] bit_cnt_reg, bit_cnt_next;
    reg [3:0] state, next;  
    reg [3:0] tick_cnt_reg, tick_cnt_next ;
    reg[7:0] temp_data_reg, temp_data_next;
    assign o_tx = tx_reg;
    assign o_tx_done = tx_done_reg;
    always @(posedge clk, posedge rst) begin
        if (rst) begin
            state <= 0;
            tx_reg <= 1'b1;  
            tx_done_reg <= 0;
            bit_cnt_reg <= 0;
            tick_cnt_reg <= 0;
            temp_data_reg <=0;
        end
        else begin
            state <= next;
            tx_reg <= tx_next;
            tx_done_reg <= tx_done_next;
            bit_cnt_reg <= bit_cnt_next;
            tick_cnt_reg <= tick_cnt_next;
            temp_data_reg <= temp_data_next;
        end
    end
    always @(*) begin
        next = state;
        tx_next = tx_reg;
        tx_done_next = tx_done_reg;
        bit_cnt_next = bit_cnt_reg;
        tick_cnt_next = tick_cnt_reg;
        temp_data_next = temp_data_reg;
        case (state)
            IDLE : begin
                tx_next = 1'b1;  
                tx_done_next = 1'b0;  
                tick_cnt_next = 4'h0;  
                if(start_trigger) begin 
                    next = START;  
                    temp_data_next = data_in;
                end
            end
            SEND : begin
                if(tick == 1'b1) begin
                    next = START;
                end
            end
            START : begin
                tx_done_next = 1'b1;
                tx_next = 1'b0;  
                if(tick == 1'b1) begin
                    if(tick_cnt_reg == 15) begin
                        next = D;
                        tick_cnt_next = 1'b0;
                        bit_cnt_next = 1'b0;  
                    end
                    else begin
                        tick_cnt_next = tick_cnt_reg + 1;
                    end
                end
            end
            D : begin 
                 tx_next = temp_data_reg[bit_cnt_reg];
                if(tick) begin
                    if(tick_cnt_reg == 15) begin
                        tick_cnt_next = 0;
                        if(bit_cnt_reg == 7) begin
                            next = STOP;
                        end
                        else begin 
                            next = D;
                            bit_cnt_next = bit_cnt_reg + 1;  
                        end
                    end 
                    else begin
                        tick_cnt_next = tick_cnt_reg + 1;
                    end
                end
            end
            STOP : begin
                tx_next = 1'b1;
                if(tick == 1'b1) begin
                    if(tick_cnt_reg == 15) begin
                        next = IDLE;
                        tick_cnt_next = 1'b0;
                    end
                    else begin 
                        tick_cnt_next = tick_cnt_reg + 1;
                    end
                end
            end
        endcase
    end
endmodule
`timescale 1ns / 1ps
module fifo(
    input logic clk,
    input logic reset,
    input logic [7:0] wdata,
    input logic        wr_en,
    output logic       full,
    output logic [7:0] rdata,
    input  logic       rd_en,
    output logic       empty
);
    logic [1:0] wr_ptr,rd_ptr;
    fifo_ram U_reg(
        .clk(clk),
        .wAddr(wr_ptr),
        .wdata(wdata),
        .wr_en(wr_en & ~full),
        .rAddr(rd_ptr),
        .rdata(rdata)
    );    
    fifo_control_unit U_fifo_cu(.*);
endmodule
module fifo_ram(
    input logic        clk,
    input logic  [1:0] wAddr,
    input logic  [7:0] wdata,
    input logic        wr_en,
    input logic  [1:0] rAddr,
    output logic [7:0] rdata
);
    logic [7:0] mem[0:2**2-1];
    always_ff @( posedge clk ) begin
        if(wr_en) mem[wAddr] <= wdata;        
    end
    assign rdata = mem[rAddr];
endmodule
module fifo_control_unit(
    input logic clk,
    input logic reset,
    output logic [1:0] wr_ptr,
    input logic        wr_en,
    output logic       full,
    output logic [1:0] rd_ptr,
    input  logic       rd_en,
    output logic       empty
);
    localparam READ = 2'b01, WRITE = 2'b10, READ_WRITE = 2'b11;
    logic [1:0] rd_ptr_reg, rd_ptr_next;
    logic [1:0] wr_ptr_reg, wr_ptr_next;
    logic full_reg, full_next;
    logic empty_reg, empty_next;
    logic [1:0] fifo_state;
    assign fifo_state = {wr_en, rd_en};
    assign full = full_reg;
    assign empty = empty_reg;
    assign wr_ptr = wr_ptr_reg;
    assign rd_ptr = rd_ptr_reg;
    always_ff @( posedge clk, posedge reset ) begin 
        if(reset) begin
            wr_ptr_reg <= 0;
            rd_ptr_reg <= 0;
            full_reg <= 1'b0;
            empty_reg <= 1'b1;
        end
        else begin
            wr_ptr_reg <= wr_ptr_next;
            rd_ptr_reg <= rd_ptr_next;
            full_reg <= full_next;
            empty_reg <= empty_next;
        end
    end
    always_comb begin : fifo_comb
    wr_ptr_next = wr_ptr_reg;
    rd_ptr_next = rd_ptr_reg;
    empty_next = empty_reg;
    full_next = full_reg;
        case (fifo_state)
            READ: begin
                if(empty_reg == 1'b0) begin
                    full_next = 0;
                    rd_ptr_next = rd_ptr_reg + 1;
                    if(rd_ptr_next == wr_ptr_reg) begin
                        empty_next = 1'b1;
                    end
                end
            end
            WRITE: begin
                if(full_reg == 1'b0) begin
                    empty_next = 1'b0;
                    wr_ptr_next = wr_ptr_reg + 1;
                    if(wr_ptr_next == rd_ptr_reg) begin
                        full_next = 1'b1;
                    end
                end
            end
            READ_WRITE : begin
                if(empty_reg == 1'b1) begin
                    wr_ptr_next = wr_ptr_reg + 1;
                    empty_next = 1'b0;
                end 
                else if(full_reg == 1'b1) begin
                    rd_ptr_next = rd_ptr_reg + 1;
                    full_next = 1'b0;
                end
                else begin
                    wr_ptr_next = wr_ptr_reg + 1;
                    rd_ptr_next = rd_ptr_reg + 1;
                end
            end 
        endcase
    end
endmodule
`timescale 1ns / 1ps
module fifo_Periph(
    input  logic        PCLK,
    input  logic        PRESET,
    input  logic [ 3:0] PADDR,
    input  logic [31:0] PWDATA,
    input  logic        PWRITE,
    input  logic        PENABLE,
    input  logic        PSEL,
    output logic [31:0] PRDATA,
    output logic        PREADY,
    input rx,
    output tx
);
    logic [7:0] FWD;
    logic [7:0] FRD;
    logic       wr_en,rd_en;
    logic       full,empty;
    APB_SlaveIntf_FIFO U_APB_Intf (.*);
    TOP_UART_Stopwatch_Clock U_UART(
    .clk(PCLK),
    .rst(PRESET),
    .rx(rx),  
    .tx(tx),  
    .RX_rd(rd_en),
    .RX_rdata(FRD),
    .RX_empty(empty),
    .TX_wr(wr_en),
    .TX_wdata(FWD),
    .TX_full(full)
    );
endmodule
module APB_SlaveIntf_FIFO (
    input  logic        PCLK,
    input  logic        PRESET,
    input  logic [ 3:0] PADDR,
    input  logic [31:0] PWDATA,
    input  logic        PWRITE,
    input  logic        PENABLE,
    input  logic        PSEL,
    output logic [31:0] PRDATA,
    output logic        PREADY,
    input  logic full, empty,
    input  logic [7:0] FRD,
    output logic [7:0] FWD, 
    output logic wr_en,rd_en
);
    typedef enum {IDLE, WRITE, READ  } state_e;
    state_e state,next;    
    logic [31:0] slv_reg0, slv_reg1, slv_reg2;   
    logic [1:0] FSR;  
    logic delayR, Rdelay;
    logic wr_en_reg, wr_en_next;
    logic rd_en_reg, rd_en_next;
    assign Rdelay = PSEL && PENABLE;
    assign wr_en = wr_en_reg;
    assign rd_en = rd_en_reg;
    assign FSR = {empty,full};
    assign FWD = slv_reg1[7:0];
    assign slv_reg0 = FSR;
    assign slv_reg2[7:0] = FRD;
    always_ff @(posedge PCLK, posedge PRESET) begin
        if (PRESET) begin
            slv_reg1 <= 0;
            wr_en_reg <= 0;
            rd_en_reg <= 0;
            delayR <= 0;
            state <= IDLE;
        end else begin
            wr_en_reg <= wr_en_next;
            rd_en_reg <= rd_en_next;
            delayR <= Rdelay;
            state <= next;
            if (PSEL && PENABLE) begin
                PREADY <= delayR;
                if (PWRITE) begin
                    case (PADDR[3:2])
                        2'd0: ;
                        2'd1: slv_reg1 <= PWDATA ;
                        2'd2: ;
                    endcase
                end else begin
                    PRDATA <= 32'bx;
                    case (PADDR[3:2])
                        2'd0: PRDATA <= slv_reg0;
                        2'd2: PRDATA <= slv_reg2[7:0]; 
                    endcase
                end
            end else begin
                PREADY <= delayR;
            end
        end
    end
    always_comb begin
        wr_en_next = 1'b0;
        rd_en_next = 1'b0;
        next = state;
        case(state)
            IDLE: begin
                if(PSEL && PENABLE && PWRITE && (PADDR[3:2] == 2'd1)) next = WRITE;
                if(PSEL && PENABLE && (PWRITE == 0) && (PADDR[3:2] == 2'd2)) next = READ;
            end
            WRITE: begin
                wr_en_next = 1'b1;
                next = IDLE;
            end
            READ:begin
                rd_en_next = 1'b1;
                next = IDLE;
            end
        endcase
    end
endmodule
```
`design/flow/run.sh`:
```
#!/bin/bash
# OpenROAD 26Q1-2900-gdf79404cd8, Yosys 0.63+post, stock flow scripts
make -C /OpenROAD-flow-scripts/flow DESIGN_CONFIG=/design/flow/config.mk WORK_HOME=/design/flow/orfs finish
```
==> results.txt <==
run metrics: outcome=completed, Sum Neg Setup Slack=0 ps, Met3 Routed Length=about 830 um, CP peak stage delay=540 ps, clock skew=~10 ps, Clock Sinks=between 150 and 200, internal power=2650 uW, setup bufs post-CTS=0, initial antenna violation count=0, Worst Setup SP=U_UART.U_TX.tx_reg, Gate power share=9.1%, sequential power share=49.8%, worst-margin pin slew=768 ps, final wirelength=10600 um, flip-flops with a built-in enable=between 70 and 80, vias=3692, minimum clock period=2260 ps, maximum VDD drop=0.264 mV, Mapped Cells=470, post-layout util=35.6%, hold depth=0, DR WL/cell=13.3 um, core area=21800 um2, WP data arrival=1400 ps, wire length on met2=4940 um, Fill cells=2013, Rel. slew slack=48.6%, Iteration-0 DRC Markers=126, biggest area cells=edfxtp_1, dfrtp_1, mux4_2, Sw Ratio=24.8%, Clock transition at path regs=approximately 70 ps, num rows=54, Post-DP HPWL=roughly 7000 um, cell depth of the worst flop-to-flop path=9, critical-path cell list=clkdlybuf4s50_1, Port Buf Inserts=25, cts bufs inserted=17, buffer levels on the longest clock path=2, setup repair after global routing missed its margin=false, Post-CTS Hold Buffers=0, Diodes inserted=0, Hold Path Class=reg -> reg, Most common reg cell=edfxtp_1, Synth Warn #=6, vias per inst=4.62, share of layout cells above drive strength 1=roughly 17%, Synth Cell Area=6690 um2, Syn Area/Cell=14.2 um2, Critical Path Fanout Max=2, FP Core Util=30.7%, IO Count=76, ys cells=470, Crit. End Element=primary output, met1 wire length=roughly 4700 um, Peak Freq=between 0.4 and 0.5 GHz, type of origin of the critical path=flop, remaining antenna violation count after routing=0, CTS H-tree depth=4, Die Area=22900 um2, CP Class=reg -> out, Hold Slack=394 ps, drt drc=0, LEAKAGE=0.00303 uW, gr usage total=10.3%, Area Growth Syn to Fin=16.0%, Flops after synth=152, Crit path depth=1, tool warnings=between 60 and 70, CP delay by family, top=flip-flops, CP Data Required Time=between 3000 and 4000 ps, first-pass GRT wire length=17800 um, Final Setup Violations=0, critical hold path startpoint=U_APB_Intf.state[1], Root Driver=clkbuf_16, Area leader share=between 30% and 40%, Critical path buffers and inverters=1, Final Cycle Share=between 50% and 60%, clk latency late pin=between 400 and 500 ps, drt pass-1 iters=4, cts repair resizes=0, sw power=a little under 900 uW, vias in the first global route=3720, Synth cell types=61, max-cap violations=0, grt ovf=0, Seq/Total Area, Yosys=62.4%, chip area in the Yosys report=6690 um2, CTS tree=built, critical path's slowest cell=dfstp_2, pins over their slew limit=0, RD Place Congestion=0.787, pwr/cell area=453 nW/um2, Die X=151 um, most frequent cells after synthesis=dfrtp_1, edfxtp_1, nand2_1, Yosys top cell by area=edfxtp_1, die height=151 um, reg2reg start=U_UART.U_RX.tick_cnt_reg[0], Clock Power Share=41.1%, Fin. Hold Viols=0, largest net degree at the start of global routing=45, Async SR Flop Fraction=52.0%, Highest Signal Layer=met4
-- placed cells by master (no fill, tap or decap), drive strengths merged, types with 4 or more instances in the layout --
cell,synthesis,layout
a21o,6,6
a21oi,4,4
a22o,11,11
and2,5,5
and3,8,8
clkbuf,5,17
clkdlybuf4s50,0,25
clkinv,0,4
conb,1,24
dfrtp,73,73
dfstp,6,6
edfxtp,73,73
ha,20,20
inv,24,31
mux2,24,24
mux4,18,18
nand2,32,32
nand3,15,15
nand3b,4,4
nor2,18,18
nor2b,10,10
nor3,5,5
o21ai,18,18
xnor2,15,15
xor2,4,4
-- path summary, 6_finish.rpt --
kind,to,slack [ps]
min in group asynchronous,U_APB_Intf.rd_en_reg,880
max in group asynchronous,U_APB_Intf.slv_reg1[6],2420
worst max register to register,U_UART.U_RX.rx_data_reg[0],2080
worst max-delay path,tx,2040
worst min-delay path,U_APB_Intf.rd_en_reg,390
worst min register to register,U_APB_Intf.rd_en_reg,390
-- cell type report --
class                   count  area [um2]  area share, %
clock buffers              17         425           5.48
repair buffers             28         273           3.51
multi-input cells         283        2290           29.5
well taps                 280         350           4.51
inverters                  24        91.3           1.18
flip-flops and latches    152        4180           53.8
clock inverters            15         159           2.05
-- cells by family (layout without fill, tap and decap cells) --
| group | after synthesis | in the layout | share of synthesized area [%] |
|---|---|---|---|
| compound gates | 58 | 58 | 6.09 |
| xor+xnor | 19 | 19 | 2.49 |
| fa+ha+maj | 20 | 20 | 3.74 |
| buf+inv | 58 | 84 | 4.69 |
| flops | 152 | 152 | 62.4 |
| mux | 45 | 45 | 10.6 |
| other cells | 1 | 24 | 0.0560 |
| simple gates | 117 | 117 | 9.93 |
-- per-stage QoR --
| stage | cell area (um2) | worst slack [ps] | total power, uW | cells |
|---|---|---|---|---|
| after floorplan | 6780 | 1360 | 2040 | 493 |
| after global placement | 7180 | 1860 | 2100 | 767 |
| after global routing | 7760 | 1870 | 3680 | 799 |
| after detailed placement | 7180 | 1850 | 2110 | 767 |
| after CTS | 7760 | 2010 | 3560 | 799 |
| final | 7760 | 2040 | 3520 | 799 |
-- metal layers --
layer	track usage, %	vias to the layer above
met2	15.5	125
li1	-	1750
met4	1.15	0
met1	14.9	1809
met5	0	-
met3	4.12	8
-- power groups by stage --
stage,registers (uW),logic [uW],clock network (uW)
final,1750,320,1450
after global routing,1780,349,1550
after CTS,1760,324,1480
No activity file was given, so power comes from the tool's default toggle rates.
