$ cat ./design.v
`timescale 1ns / 1ps
module AXI4_Lite_Master(
    input   logic       ACLK,
    input   logic       ARESETn,
    output  logic [ 3:0] AWADDR,
    output  logic        AWVALID,
    input   logic        AWREADY,
    output  logic [31:0] WDATA,
    output  logic        WVALID,
    input   logic        WREADY,
    input   logic [ 1:0] BRESP,
    input   logic        BVALID,
    output  logic        BREADY,
    output  logic [ 3:0] ARADDR,
    output  logic        ARVALID,
    input   logic        ARREADY,
    input   logic [31:0] RDATA,
    input   logic        RVALID,
    output  logic        RREADY,
    input   logic        transfer,
    output  logic        ready,
    input   logic [ 3:0] addr,
    input   logic [31:0] wdata,
    input   logic        write,
    output  logic [31:0] rdata
);
    logic wready, rready;
assign ready = ((wready || rready) == 1) ? 1 : 0;
    typedef enum  {
        AW_IDLE_S, 
        AW_VALID_S
    } aw_state_e;
    aw_state_e aw_state_reg, aw_state_next;
    always_ff @( posedge ACLK ) begin
        if(!ARESETn) begin
            aw_state_reg <= AW_IDLE_S;
        end
        else begin
            aw_state_reg <= aw_state_next;
        end
    end
    always_comb begin
        aw_state_next = aw_state_reg;
        AWVALID = 1'b0;
        AWADDR = addr;
        case (aw_state_reg)
            AW_IDLE_S: begin
                AWVALID = 1'b0;
                if (transfer && write) begin
                    aw_state_next = AW_VALID_S; 
                end
            end 
            AW_VALID_S:  begin
                AWADDR = addr;
                AWVALID = 1'b1;
                if (AWVALID && AWREADY) begin
                    aw_state_next = AW_IDLE_S;
                end
            end
        endcase
    end
    typedef enum  {
        W_IDLE_S, 
        W_VALID_S
    } w_state_e;
    w_state_e w_state_reg, w_state_next;
    always_ff @( posedge ACLK ) begin
        if(!ARESETn) begin
            w_state_reg <= W_IDLE_S;
        end
        else begin
            w_state_reg <= w_state_next;
        end
    end
    always_comb begin
        w_state_next = w_state_reg;
        WVALID = 1'b0;
        WDATA = wdata;
        case (w_state_reg)
            W_IDLE_S: begin
                WVALID = 1'b0;
                if (transfer && write) begin
                    w_state_next = W_VALID_S; 
                end
            end 
            W_VALID_S:  begin
                WDATA = wdata;
                WVALID = 1'b1;
                if (WVALID && WREADY) begin
                    w_state_next = W_IDLE_S;
                end
            end
        endcase
    end
    typedef enum  {
        B_IDLE_S, 
        B_READY_S
    } b_state_e;
    b_state_e b_state_reg, b_state_next;
    always_ff @( posedge ACLK ) begin
        if(!ARESETn) begin
            b_state_reg <= B_IDLE_S;
        end
        else begin
            b_state_reg <= b_state_next;
        end
    end
    always_comb begin
        b_state_next = b_state_reg;
        BREADY = 1'b0;
        wready = 2'b0;
        case (b_state_reg)
            B_IDLE_S: begin
               BREADY = 1'b0;
              wready = 1'b0;
               if(WVALID) b_state_next = B_READY_S;
            end
            B_READY_S: begin
                BREADY = 1'b1; 
                if(BVALID) begin
                    wready = 1'b1;
                    b_state_next = B_IDLE_S;
                end
            end 
        endcase
    end
    typedef enum  {
        AR_IDLE_S, 
        AR_VALID_S
    } ar_state_e;
    ar_state_e ar_state_reg, ar_state_next;
    always_ff @( posedge ACLK ) begin
        if(!ARESETn) begin
            ar_state_reg <= AR_IDLE_S;
        end
        else begin
            ar_state_reg <= ar_state_next;
        end
    end
    always_comb begin
        ar_state_next = ar_state_reg;
        ARVALID = 1'b0;
        ARADDR = addr;
        case (ar_state_reg)
            AR_IDLE_S: begin
                ARVALID = 1'b0;
                if (transfer == 1 && write == 0) begin
                    ar_state_next = AR_VALID_S; 
                end
            end 
            AR_VALID_S:  begin
                ARADDR = addr;
                ARVALID = 1'b1;
                if (ARVALID && ARREADY) begin
                    ar_state_next = AR_IDLE_S;
                end
            end
        endcase
    end
    typedef enum  {
        R_IDLE_S, 
        R_READY_S
    } r_state_e;
    r_state_e r_state_reg, r_state_next;
    always_ff @( posedge ACLK ) begin
        if(!ARESETn) begin
            r_state_reg <= R_IDLE_S;
        end
        else begin
            r_state_reg <= r_state_next;
        end
    end
    always_comb begin
        r_state_next = r_state_reg;
        RREADY = 1'b0;
        rdata = RDATA;
        rready = 1'b0;
        case (r_state_reg)
            R_IDLE_S: begin
                RREADY = 1'b0;
                rready = 1'b0;
                if(RVALID == 1'b1) begin
                    r_state_next = R_READY_S;
                end
            end 
            R_READY_S: begin
                rdata = RDATA;
                RREADY = 1'b1;
                rready = 1'b1;
                r_state_next = R_IDLE_S;
            end 
        endcase
    end
endmodule
$ cat ./run.sh
#!/bin/bash
# OpenROAD 26Q1-2900-gdf79404cd8, Yosys 0.63+post, stock flow scripts
make -C /OpenROAD-flow-scripts/flow DESIGN_CONFIG=/design/flow/config.mk WORK_HOME=/design/flow/orfs finish
$ cat ./config.mk
export PLATFORM = sky130hd
export DESIGN_NAME = AXI4_Lite_Master
export DESIGN_NICKNAME = AXI4_Lite_Master
export VERILOG_FILES = /design/flow/design.v
export SDC_FILE = /design/flow/constraint.sdc
export NUM_CORES = 4
export LEC_CHECK = 1
export CORE_AREA = 10 10 70 70
export DIE_AREA = 0 0 80 80
$ cat ./constraint.sdc
current_design AXI4_Lite_Master

set clk_period 1.0
set clk_io_pct 0.2

create_clock -name clk0 -period $clk_period [get_ports {ACLK}]

set non_clock_inputs [all_inputs -no_clocks]
set_input_delay [expr $clk_period * $clk_io_pct] -clock clk0 $non_clock_inputs
set_output_delay [expr $clk_period * $clk_io_pct] -clock clk0 [all_outputs]
==> notes.md <==
Implementation status.

- The flow ran to the end, but the final reports show violations.
- The checks that failed: setup timing.
- The number of I/O port buffers is 14.
- The floorplan step set the die height to 80 um.
- The end of the worst register-to-register path is ar_state_reg[0].
- The classification of the worst-slack hold path is in2out.
- The worst-case setup slack after placement is -462 ps.
- Per the log, the first TritonRoute iteration ended with a DRC count of 25.
- The worst setup slack for register-to-register paths is 120 ps.
- The number of iterations in the first detailed-routing pass is 3.
- The clock tree root driver cell is sky130_fd_sc_hd__clkbuf_4.
- The final wirelength is 1500 um.
- The worst hold path stage count is 0.
- The initial antenna violation count is 0.
- The first-pass GRT wire length is 2310 um.
- The layout summary lists the proportion of cells stronger than drive strength 1 as 44.3%.
- The post-synthesis sequential element count is 10.
- Global routing used 4.56% of the available tracks across all layers.
- After synthesis, the netlist uses 12 different library cells.
- The start of the worst register-to-register path is ar_state_reg[1].
- The critical path maximum fanout is 2.
- The pre-placement core utilization is 25.8%.
- The peak ir drop on the vdd network is 1.00 mV.
- The count of cells along the worst register-to-register path is 2.
- The summed negative setup slack over all endpoints is -97.2 ps.
- Dividing the detail-routed via count by the number of cells gives 4.02.
- The TritonCTS clock tree is built.
- The detailed-route via count is 430.
- The detail route stage leaves a number of antenna-violating nets equal to 0.
- The synthesis report lists the Yosys warning total as 1.
- The max-slew violation total from the final report is 0.
- The data arrival time of the critical path is 900 ps.
- The HPWL reported at the end of detailed placement is 1180 um.
- The synthesized area is 882 sq um.
- The die span in x is 80 um.
- The source-to-sink clock delay at the later pin of the worst-skew pair is 260 ps.
- The top-level I/O count is 157.
- The power density over the cells is 1450 mW/mm^2.
- The clock tree has to reach 10 sinks.
- Summing all non-filler instances in the final layout gives an area of 639 sq um.
- Hold timing on the final database bottoms out at a slack of 400 ps.
- The number of placed instances, taps included, is 102.
- The synthesized instance count is 106.
- The power report puts the leakage power at 0.276 nW.
- The worst path in the final design needs a cycle of 1100 ps, including I/O delays and setup.
- Yosys stat counts 106 cells in the synthesized netlist.
- Derived from the worst setup path, the maximum achievable clock frequency is 911 MHz.
- The report counts max-capacitance violations totalling 0.
- The number of setup violations in the final report is 1.
- Recorded from the global router log, the overflow total was 0.
- Per the detail_route report, inserted antenna diodes total 0.
- The worst clock skew is 0.0519 ps.
- The stage-log warning count is 29.
- Looking at the worst setup and hold paths, the clock pins of their registers show a slew of 70 ps.
- The average cell area after synthesis is 8.32 sq um.
- STA puts the critical path data required time at 800 ps.
- The number of remaining DRC errors is 0.
- At the end of the flow the core is filled with cells to 18.7%.
- In the final report, the number of hold violations comes to 0.
- The worst hold path terminates at ARADDR[2].
- Per the CTS log, the maximum H-tree level is 1.
- The routed wire length per instance is 14.0 um.
- The startpoint class of the critical path is a flop.
- After synthesis, flip-flops and latches occupy 22.7% of the total area.
- The slew at the pin closest to its max-slew limit is 132 ps.
- The critical path endpoint category is a primary output.
- The initialized floorplan defines 21 standard-cell rows.
- The placement summary gives the final routability congestion estimate as 0.737.
- The critical path start-end classification is reg2out.
- The die covers 0.00640 sq mm.
- The area of the core region is 0.00342 sq mm.
- Compared with the post-synthesis result, the final layout area differs by -27.5%.
- Once placement finished, the instance area stood at 599 sq um.
- Total power for the finished layout comes to 0.926 mW.
- Setup repair after global routing could not meet its margin everywhere.
- Across all checked pins, the minimum headroom to the slew limit is 91.2%.
- The number of clock buffers inserted by TritonCTS is 3.
- The number of buffers on the longest clock path is 2.
- The launch point of the worst min-delay path is recorded as addr[2].
- Across all setup checks in the final design, the least slack found is -97.2 ps.
- The share of the clock period used by the worst path is 110%.
- Entering global routing, the biggest net connects 8 pins.
- Leaving out fill and tap cells, the most frequent cells in the layout are sky130_fd_sc_hd__clkdlybuf4s50_1, sky130_fd_sc_hd__buf_4.
- The number of global-route vias before repair is 479.
- The post-layout instance count excluding filler cells is 107.
- The total cell area reported by yosys after synthesis is 882 sq um.
[worst max-delay path, cell delays in order, from the launching register on]
cell and delay (ps):
sky130_fd_sc_hd__dfxtp_2 330, sky130_fd_sc_hd__buf_6 110, sky130_fd_sc_hd__nand2_4 40, sky130_fd_sc_hd__nand2b_1 50
sky130_fd_sc_hd__buf_2 110
[metal layers]
metal | GRT usage [%] | wire length (um)
met1 | 4.53 | 534
met2 | 4.65 | 445
met3 | 5.45 | 400
met4 | 4.05 | 116
met5 | 0 | 0
[cells by family (layout without fill, tap and decap cells)]
logic type / count (synthesis) / count (layout) / share of synthesized area, %
and+or+nand+nor: 16 / 16 / 9.79
DFF: 10 / 10 / 22.7
AOI/OAI and AO/OA: 7 / 7 / 5.82
buffers and inverters: 73 / 28 / 61.7
[area by class of cell]
class                      instances  area, sq um
fill                             379         2780
sequential                        10          206
timing repair buffer              23          190
multi-input combinational         23          145
tap                               46         57.6
clock buffer                       4         36.3
inverter                           1         3.75
[worst max-delay path by stage]
| stage | depth (start not counted) | end | slack [ps] | startpoint |
|---|---|---|---|---|
| global route | 4 | ready | -170 | b_state_reg[1] |
| finish | 4 | ready | -100 | b_state_reg[1] |
| CTS | 4 | ready | -110 | b_state_reg[1] |
[synth_stat cells]
cell                        n  share of area (%)
sky130_fd_sc_hd__buf_4     72                 61
sky130_fd_sc_hd__dfxtp_1   10                 23
sky130_fd_sc_hd__nand2_1    6                2.6
sky130_fd_sc_hd__nand2b_1   5                3.5
sky130_fd_sc_hd__a221o_1    3                3.4
sky130_fd_sc_hd__a21oi_1    2                1.1
sky130_fd_sc_hd__nand3_1    2                1.1
sky130_fd_sc_hd__nand3b_1   2                1.7
sky130_fd_sc_hd__and3_2     1               0.85
sky130_fd_sc_hd__inv_2      1               0.43
sky130_fd_sc_hd__o21ai_0    1               0.57
sky130_fd_sc_hd__o22ai_1    1               0.71
[where the power goes]
group	switching (mW)	internal [mW]	leakage (nW)
clock	0.139	0.221	0.0210
combinational	0.0428	0.0837	0.170
sequential	0.0130	0.426	0.0845
[what timing repair did]
action                     4_1_cts  5_1_grt
hold buffers                     0        0
setup endpoints to repair        6        6
setup buffers                    1        0
hold endpoints to repair         0        0
pin swaps                        1        0
gates resized                   23        6
Power and IR drop assume default switching activity.
