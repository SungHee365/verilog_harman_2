==> design.v <==
`timescale 1ns / 1ps
module APB_Master(
    input   logic        PCLK,
    input   logic        PRESET,
    output  logic [31:0] PADDR,
    output  logic [31:0] PWDATA,
    output  logic        PWRITE,
    output  logic        PENABLE,
    output  logic        PSEL0,
    output  logic        PSEL1,
    output  logic        PSEL2,
    output  logic        PSEL3,
    input   logic [31:0] PRDATA0,
    input   logic [31:0] PRDATA1,
    input   logic [31:0] PRDATA2,
    input   logic [31:0] PRDATA3,
    input   logic        PREADY0,
    input   logic        PREADY1,
    input   logic        PREADY2,
    input   logic        PREADY3,
    input   logic        transfer,  
    output  logic        ready,
    input   logic [31:0] addr,
    input   logic [31:0] wdata,
    output  logic [31:0] rdata,
    input   logic        write  
);
        logic [31:0] temp_addr_reg, temp_addr_next;
        logic [31:0] temp_wdata_reg, temp_wdata_next;
        logic temp_write_reg, temp_write_next;
        logic decoder_en;
        logic [3:0] pselx;
        assign PSEL0 = pselx[0];
        assign PSEL1 = pselx[1];
        assign PSEL2 = pselx[2];
        assign PSEL3 = pselx[3];
        typedef enum bit [1:0] { 
        IDLE, 
        SETUP, 
        ACCESS
        } apb_state_e;
        apb_state_e state, state_next;
        always_ff @( posedge PCLK, posedge PRESET ) begin
            if(PRESET) begin
                state <= IDLE;
                temp_addr_reg <= 0;
                temp_wdata_reg <= 0;
                temp_write_reg <= 0;
            end
            else begin
                state <= state_next;
                temp_addr_reg <= temp_addr_next;
                temp_wdata_reg <= temp_wdata_next;
                temp_write_reg <= temp_write_next;
            end
        end
        always_comb begin
            state_next = state;
            temp_addr_next = temp_addr_reg;
            temp_wdata_next = temp_wdata_reg;
            temp_write_next = temp_write_reg;
            PWDATA = temp_wdata_reg;
            PADDR = temp_addr_reg;
            PWRITE = 1'b0;
            PENABLE = 1'b0;
            decoder_en = 1'b0;
            case (state)
                IDLE  : begin
                    decoder_en = 1'b0;
                    if(transfer) begin
                        state_next = SETUP;
                        temp_addr_next = addr;  
                        temp_wdata_next = wdata;
                        temp_write_next = write;
                    end
                end
                SETUP : begin
                    decoder_en = 1'b1;
                    PADDR = temp_addr_reg;
                    PENABLE = 1'b0;
                    if(temp_write_reg) begin
                        PWRITE = 1'b1;
                        PWDATA = temp_wdata_reg;
                    end
                    else begin
                        PWRITE = 1'b0;
                    end
                    state_next = ACCESS;
                end
                ACCESS : begin
                    decoder_en = 1'b1;
                    PADDR = temp_addr_reg; 
                    PENABLE = 1'b1;
                    if(temp_write_reg) begin
                        PWRITE = 1'b1;
                        PWDATA = temp_wdata_reg;
                    end
                    else begin
                        PWRITE = 1'b0;
                    end
                    if(ready) begin
                        state_next = IDLE;
                    end
                end
            endcase
        end
APB_Decoder U_APB_Decoder(
    .en(decoder_en),
    .sel(temp_addr_reg),
    .y(pselx)
);
APB_Mux U_APB_Mux (
    .sel(temp_addr_reg),
    .d0(PRDATA0),
    .d1(PRDATA1),
    .d2(PRDATA2),
    .d3(PRDATA3),
    .r0(PREADY0), 
    .r1(PREADY1),
    .r2(PREADY2),
    .r3(PREADY3),
    .rdata(rdata),
    .ready(ready)
);
endmodule
module APB_Decoder(
    input logic en,
    input logic [31:0] sel,
    output logic [3:0] y
);
    always_comb begin
        y = 4'b0;
        if(en) begin
            casex (sel)
               32'h1000_0xxx: y = 4'b0001;
               32'h1000_1xxx: y = 4'b0010;
               32'h1000_2xxx: y = 4'b0100;
               32'h1000_3xxx: y = 4'b1000; 
            endcase
        end
    end
endmodule
module APB_Mux (
    input  logic [31:0] sel,
    input  logic [31:0] d0,
    input  logic [31:0] d1,
    input  logic [31:0] d2,
    input  logic [31:0] d3,
    input  logic        r0,
    input  logic        r1,
    input  logic        r2,
    input  logic        r3,
    output logic [31:0] rdata,
    output logic        ready
);
    always_comb begin
        rdata = 32'bx;
        casex (sel)
            32'h1000_0xxx: rdata = d0;
            32'h1000_1xxx: rdata = d1;
            32'h1000_2xxx: rdata = d2;
            32'h1000_3xxx: rdata = d3;
        endcase
    end
    always_comb begin
        ready = 1'bx;
        casex (sel)
            32'h1000_0xxx: ready = r0;
            32'h1000_1xxx: ready = r1;
            32'h1000_2xxx: ready = r2;
            32'h1000_3xxx: ready = r3;
        endcase
    end
endmodule
==> run.sh <==
#!/bin/bash
# OpenROAD 26Q1-2900-gdf79404cd8, Yosys 0.63+post, stock flow scripts
make -C /OpenROAD-flow-scripts/flow DESIGN_CONFIG=/design/flow/config.mk WORK_HOME=/design/flow/orfs finish
==> config.mk <==
export PLATFORM = sky130hd
export DESIGN_NAME = APB_Master
export DESIGN_NICKNAME = APB_Master
export VERILOG_FILES = /design/flow/design.v
export SDC_FILE = /design/flow/constraint.sdc
export NUM_CORES = 4
export LEC_CHECK = 1
export CORE_AREA = 10 10 154 154
export DIE_AREA = 0 0 164 164
==> constraint.sdc <==
current_design APB_Master

set clk_period 7.5
set clk_io_pct 0.2

create_clock -name clk0 -period $clk_period [get_ports {PCLK}]

set non_clock_inputs [all_inputs -no_clocks]
set_input_delay [expr $clk_period * $clk_io_pct] -clock clk0 $non_clock_inputs
set_output_delay [expr $clk_period * $clk_io_pct] -clock clk0 [all_outputs]
==> impl_metrics.json <==
{
  "ff_type": "dfrtp_1",
  "status": "complete, no violations",
  "hold_depth": 2,
  "cts_tree": "built",
  "firstDrtPassIters": 4,
  "finalCritPeriodShare": 0.639,
  "cp_max_fo": 21,
  "grt_pass1_vias": 4109,
  "grt_max_degree": 55,
  "io_pins": 303,
  "slew_headroom": 0.496,
  "synth.largest_area_cell": "dfrtp_1",
  "wire_per_inst_microns": 20.2,
  "clock-skew-final_ps": 2.77,
  "grtUsageTotal": 0.128,
  "power_leakage_uw": 0.00289,
  "ir_worst_vdd_uv": 165,
  "drtIter0Drc": 161,
  "drive_above_1_share": 0.150,
  "finalCriticalPeriod_ps": 4800,
  "ctsHoldBuffers": 0,
  "max_freq_mhz": 209,
  "layout.cells.most_common": "clkdlybuf4s50_1",
  "p_per_area_mw_per_mm2": 244,
  "post_cts_buffers": 0,
  "cts_resized": 0,
  "antenna_left": 0,
  "path_cells": "nor4b_4, and3_2, nand3_1, o221ai_1, clkdlybuf4s50_1",
  "ys_seq_frac": 0.455,
  "syn_area_sq_mm": 0.00374,
  "layout_top_cells": "clkdlybuf4s50_1, dfrtp_1, mux2_2",
  "cp.depth": 5,
  "critical_path.max_stage_delay_ps": 610,
  "wl_met2_microns": 7840,
  "tightest_slew_ps": 756,
  "path_delay_family": "simple AND/OR/NAND/NOR gates",
  "worstRegToRegCells": 4,
  "drc": 0,
  "chipArea_sq_mm": 0.0269,
  "ys_area_sq_mm": 0.00374,
  "globalplace.congestion": 0.894,
  "hold_viol_final": 0,
  "startpoint_type": "register",
  "ctsHtreeMaxLevel": 3,
  "core_area_sq_mm": 0.0203,
  "wl_met1_microns": 7150,
  "numPortBuffers": 302,
  "dpl.hpwl_microns": 14500,
  "warnings": 25,
  "fp_util": 0.184,
  "end_kind": "output port",
  "synthCells": 324,
  "grt_pass1_wl_microns": 26100,
  "slowest_stage": "nand3_1",
  "wl_met3_microns": 2670,
  "ys_ff": 68,
  "antenna_found_initial": 0,
  "edf_count": 0,
  "avgSynthCellArea_sq_um": 11.6,
  "whs_ps": 472,
  "slew_violations": 0,
  "setup_viol": 0,
  "drt_wl_total_microns": 18000,
  "worstPathRequired_ps": 6000,
  "synth.top_cells.by_area": "dfrtp_1, mux2_2, mux2i_1, a221oi_1, inv_1",
  "clk_pin_slew_ps": 50,
  "yosys_cells": 324,
  "top_layer": "met4",
  "comb_area_sq_mm": 0.00179,
  "die_x_microns": 164,
  "top_area_frac": 0.448,
  "ys_warn_count": 3,
  "synthArstFlopShare": 1.00,
  "grt_overflow": 0,
  "diodes": 0,
  "clock_latency_ps": 330,
  "rsz0062_at_grt": "false",
  "arrival_ps": 3300,
  "drv_cap": 0,
  "clk_path_buf_depth": 2,
  "routed_via_density": 4.27,
  "hold_class": "register to register",
  "path_buffers": 1,
  "synthDistinctLibCells": 39,
  "syn_to_final_growth_pct": 94.3,
  "num_rows": 52,
  "chipHeight_microns": 164,
  "tns_ps": 0,
  "cts_made_buffers": 9,
  "clockRootBuffer": "clkbuf_16",
  "fillers": 2047,
  "critPathKind": "register to output port",
  "seqCellArea_sq_mm": 0.00170,
  "clock-sinks": 68,
  "vias": 3808
}
-- layer usage --
metal | up-vias | track usage
li1 | 1790 | -
met1 | 1761 | 0.155
met2 | 237 | 0.199
met3 | 20 | 0.0717
met4 | 0 | 0.0232
met5 | - | 0
-- area by class of cell --
cell class | count | share of cell area
tap | 270 | 0.0464
clock inverter | 2 | 0.00172
inverter | 36 | 0.0186
timing repair buffer | 306 | 0.420
clock buffer | 12 | 0.0339
multi-input combinational | 197 | 0.245
sequential | 68 | 0.234
-- cells by family (layout without fill, tap and decap cells) --
| family | after synthesis | in the layout | share of synthesized area |
|---|---|---|---|
| multiplexers | 98 | 98 | 0.284 |
| AND-OR/OR-AND | 68 | 68 | 0.128 |
| flip-flops | 68 | 68 | 0.455 |
| buffers and inverters | 59 | 356 | 0.0685 |
| AND/OR/NAND/NOR | 31 | 31 | 0.0652 |
-- worst min-delay path: cells and delay by family (launching register included) --
family                 cells  cell delay, ps
AOI/OAI and AO/OA          1              60
buffers and inverters      1              40
DFF                        1             360
-- power breakdown --
group,total (uW),internal (uW),switching [uW]
Sequential,634,525,109
Clock,379,228,151
Combinational,759,544,214
Total,1770,1300,474
-- synthesized netlist by cell type (all sizes together) (3+ instances only) --
library cell  number
nand2              3
nand3              3
o21ai             15
nor2               5
mux2i             33
a21oi             18
nor4               4
clkbuf             9
a221oi            17
dfrtp             67
inv               36
nor3               4
buf               14
o221ai            15
mux2              65
-- per-stage QoR --
stage	power (uW)	setup slack, ps	area, sq um	util	instances
2_1_floorplan	874	4110	3740	-	324
3_3_place_gp	1410	2790	7020	0.346	877
3_5_place_dp	1410	2820	7020	0.346	877
4_1_cts	1820	2670	7270	0.358	891
5_1_grt	1900	2470	7270	0.358	891
6_report	1770	2700	7270	0.358	891
-- path summary, 6_finish.rpt --
kind                                    from            endpoint  slack, ps
setup reg to reg           temp_addr_reg[19]            state[0]       5170
max in group asynchronous             PRESET   temp_addr_reg[16]       4930
min in group asynchronous             PRESET  temp_wdata_reg[25]       1560
setup / recovery           temp_addr_reg[15]           rdata[16]       2700
hold reg to reg                     state[0]            state[0]        470
hold / removal                      state[0]            state[0]        470
Power and IR drop assume default switching activity.
