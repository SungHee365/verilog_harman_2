==> /design/flow/design.v <==
`timescale 1ns / 1ps
module TIMER_Periph(
    input  logic        PCLK,
    input  logic        PRESET,
    input  logic [ 3:0] PADDR,
    input  logic [31:0] PWDATA,
    input  logic        PWRITE,
    input  logic        PENABLE,
    input  logic        PSEL,
    output logic [31:0] PRDATA,
    output logic        PREADY
);
    logic [1:0] TCR;
    logic [31:0] TCNT;
    logic [31:0] PSC;
    logic [31:0] ARR;
    APB_SlaveIntf_TIMER U_APB_Intf_TIMER (.*);
    TIMER U_TIMER(
    .clk(PCLK),
    .reset(PRESET),
    .en(TCR[0]),
    .clear(TCR[1]),
    .PSC(PSC),
    .ARR(ARR),
    .count(TCNT)
    );
endmodule
module APB_SlaveIntf_TIMER (
    input  logic        PCLK,
    input  logic        PRESET,
    input  logic [ 3:0] PADDR,
    input  logic [31:0] PWDATA,
    input  logic        PWRITE,
    input  logic        PENABLE,
    input  logic        PSEL,
    output logic [31:0] PRDATA,
    output logic        PREADY,
    output logic [1:0] TCR,
    input  logic [31:0] TCNT,
    output logic [31:0] PSC,
    output logic [31:0] ARR
);
    logic [31:0] slv_reg0, slv_reg1, slv_reg2, slv_reg3;
    assign TCR = slv_reg0[1:0];  
    assign slv_reg1 = TCNT;
    assign PSC = slv_reg2;  
    assign ARR = slv_reg3;  
    always_ff @(posedge PCLK, posedge PRESET) begin
        if (PRESET) begin
            slv_reg0 <= 0;
             slv_reg2 <= 0;
             slv_reg3 <= 0;
        end else begin
            if (PSEL && PENABLE) begin
                PREADY <= 1'b1;
                if (PWRITE) begin
                    case (PADDR[3:2])
                        2'd0: slv_reg0 <= PWDATA;
                        2'd1: ;
                        2'd2: slv_reg2 <= PWDATA;
                        2'd3: slv_reg3 <= PWDATA;
                    endcase
                end else begin
                    PRDATA <= 32'bx;
                    case (PADDR[3:2])
                        2'd0: PRDATA <= slv_reg0;
                        2'd1: PRDATA <= slv_reg1;
                        2'd2: PRDATA <= slv_reg2;
                        2'd3: PRDATA <= slv_reg3;
                    endcase
                end
            end else begin
                PREADY <= 1'b0;
            end
        end
    end
endmodule
module TIMER (
    input logic clk,
    input logic reset,
    input logic en,
    input logic clear,
    input logic[31:0] PSC,
    input logic[31:0] ARR,
    output logic [31:0] count
);
    logic tick;
    CLK_DIV  U_CLK_DIV(.*);
    counter  U_counter(.*);
endmodule
module CLK_DIV(
    input logic clk,
    input logic reset,
    input logic en,
    input logic clear,
    input logic [31:0] PSC,
    output logic tick
);
    logic [31:0] cnt_reg, cnt_next;
    logic tick_reg, tick_next;
    assign tick =  tick_reg;
    always_ff @( posedge clk, posedge reset ) begin
        if(reset) begin
            cnt_reg <= 0;
            tick_reg <= 0;
        end
        else begin
            cnt_reg <= cnt_next;
            tick_reg <= tick_next;
        end
    end
    always_comb begin
        cnt_next = cnt_reg;
        tick_next = tick_reg;
        if(clear) begin
            cnt_next = 0;
            tick_next = 0;
        end
        else if(en) begin
            if(cnt_reg == PSC) begin
                cnt_next = 0;
                tick_next = 1;
            end
            else begin
                cnt_next = cnt_reg + 1;
                tick_next = 0;
            end
        end
        else begin
            cnt_next = cnt_reg;
            tick_next = 0;
        end
    end
endmodule
module counter(
    input logic clk,
    input logic reset,
    input logic tick,
    input logic clear,
    input logic [31:0] ARR,
    output logic [31:0] count
);
    logic [31:0] cnt_reg, cnt_next;
    assign count = cnt_reg;
    always_ff @( posedge clk, posedge reset ) begin
        if(reset) begin
            cnt_reg <= 0;
        end
        else begin
            cnt_reg <= cnt_next;
        end
    end
    always_comb begin
        cnt_next = cnt_reg;
        if(clear) begin
            cnt_next = 0;
        end
        else if(cnt_reg == ARR) begin
            cnt_next = 0;
        end
        else begin
            cnt_next = cnt_reg + 1;
        end
    end
endmodule
==> /design/flow/run.sh <==
#!/bin/bash
# OpenROAD 26Q1-2900-gdf79404cd8, Yosys 0.63+post, stock flow scripts
make -C /OpenROAD-flow-scripts/flow DESIGN_CONFIG=/design/flow/config.mk WORK_HOME=/design/flow/orfs finish
==> /design/flow/config.mk <==
export PLATFORM = sky130hd
export DESIGN_NAME = TIMER_Periph
export DESIGN_NICKNAME = TIMER_Periph
export VERILOG_FILES = /design/flow/design.v
export SDC_FILE = /design/flow/constraint.sdc
export NUM_CORES = 4
export LEC_CHECK = 1
export CORE_UTILIZATION = 40
==> /design/flow/constraint.sdc <==
current_design TIMER_Periph

set clk_period 3.9
set clk_io_pct 0.2

create_clock -name clk0 -period $clk_period [get_ports {PCLK}]

set non_clock_inputs [all_inputs -no_clocks]
set_input_delay [expr $clk_period * $clk_io_pct] -clock clk0 $non_clock_inputs
set_output_delay [expr $clk_period * $clk_io_pct] -clock clk0 [all_outputs]
==> run_summary.xml <==
<?xml version="1.0" encoding="UTF-8"?>
<metrics>
  <group name="yosys">
    <metric name="ys_cells" unit="">507</metric>
    <metric name="ys_seq_frac" unit="">0.564</metric>
    <metric name="ys_area" unit="um2">7440</metric>
    <metric name="async_reset_ff_frac" unit="">0.795</metric>
    <metric name="synth.distinct_cells" unit="">33</metric>
    <metric name="yosys_register_bits" unit="">161</metric>
    <metric name="dominantRegCellSynth" unit="">sky130_fd_sc_hd__dfrtp_1</metric>
    <metric name="post_synth_instance_area" unit="um2">7440</metric>
    <metric name="synthesis.area_per_instance" unit="um2">14.7</metric>
    <metric name="synth.yosys.warnings" unit="">3</metric>
    <metric name="synth_cells" unit="">507</metric>
    <metric name="enable_flop_cells" unit="">33</metric>
  </group>
  <group name="drt">
    <metric name="finalWirelength" unit="um">16000</metric>
    <metric name="detail_route.first_pass.iterations" unit="">22</metric>
    <metric name="drc_errors" unit="">0</metric>
    <metric name="drt_iter0_drc" unit="">300</metric>
    <metric name="vias_per_cell" unit="">5.58</metric>
    <metric name="drt.antenna.violating_nets" unit="">0</metric>
    <metric name="routed-via-count" unit="">4538</metric>
    <metric name="drt-wirelength-per-cell" unit="um">19.6</metric>
    <metric name="num_antenna_cells" unit="">0</metric>
  </group>
  <group name="power_and_ir_drop">
    <metric name="p_per_area" unit="nW/um2">509</metric>
    <metric name="power.ir.vdd_worst" unit="uV">272</metric>
    <metric name="power.leakage" unit="nW">3.39</metric>
  </group>
  <group name="place">
    <metric name="io_buffer_count" unit="">71</metric>
    <metric name="place_hpwl" unit="um">10300</metric>
    <metric name="detailedPlace.worstSlack" unit="ps">1160</metric>
    <metric name="place.gp.congestion" unit="">0.801</metric>
    <metric name="place_area" unit="um2">8430</metric>
  </group>
  <group name="die">
    <metric name="dieHeight" unit="um">138</metric>
    <metric name="initCoreUtil" unit="">0.411</metric>
    <metric name="floorplan.core_area" unit="um2">18100</metric>
    <metric name="die-width" unit="um">138</metric>
    <metric name="rows" unit="">49</metric>
    <metric name="io_pins" unit="">74</metric>
    <metric name="fp.dieArea" unit="um2">19200</metric>
  </group>
  <group name="clock_network">
    <metric name="cts.repair_timing.setup_buffer_count" unit="">0</metric>
    <metric name="cts.hold.buffers_added" unit="">0</metric>
    <metric name="clkSlewWorstSetupHoldPaths" unit="ps">60</metric>
    <metric name="clock_sinks" unit="">161</metric>
    <metric name="cts_root_buffer" unit="">sky130_fd_sc_hd__clkbuf_16</metric>
    <metric name="cts-resized-gates" unit="">0</metric>
    <metric name="htreeDepth" unit="">4</metric>
    <metric name="cts_made_buffers" unit="">17</metric>
    <metric name="clk_latency" unit="ps">420</metric>
    <metric name="ctsLongestPathBuffers" unit="">2</metric>
    <metric name="tritoncts" unit="">done</metric>
  </group>
  <group name="worst_setup_path">
    <metric name="critPathArrivalTime" unit="ps">2830</metric>
    <metric name="worst_ep_required_time" unit="ps">4220</metric>
    <metric name="setup.worst_path.class" unit="">flip-flop to flip-flop</metric>
    <metric name="setup.reg_to_reg.worst_slack" unit="ps">1380</metric>
    <metric name="crit_path_start_kind" unit="">flip-flop</metric>
    <metric name="crit_chain" unit="">ha_1 -&gt; nand3_1 -&gt; or3_1 -&gt; or4_1 -&gt; a221oi_1</metric>
    <metric name="path_delay_family" unit="">simple AND/OR/NAND/NOR gates</metric>
    <metric name="critical_path.slowest_cell" unit="">sky130_fd_sc_hd__or3_1</metric>
    <metric name="path_max_fanout" unit="">16</metric>
    <metric name="setup.worst_path.end_class" unit="">flip-flop</metric>
    <metric name="cp_slowest_stage_delay" unit="ps">640</metric>
    <metric name="critical_path_buf_inv_count" unit="">0</metric>
  </group>
  <group name="sta">
    <metric name="fin_tns_setup" unit="ps">0</metric>
    <metric name="worst_setup_slack_final" unit="ps">1380</metric>
    <metric name="timing.fmax" unit="GHz">0.398</metric>
    <metric name="report.final.hold_viol_count" unit="">0</metric>
    <metric name="worst_slew_pin_slew" unit="ps">738</metric>
    <metric name="finalClockPeriodUsage" unit="">0.645</metric>
    <metric name="fin_skew" unit="ps">8.36</metric>
    <metric name="setup_viol" unit="">0</metric>
    <metric name="slew_headroom" unit="">0.508</metric>
    <metric name="rsz0062_at_grt" unit="">false</metric>
    <metric name="final-max-slew-violation-count" unit="">0</metric>
    <metric name="period_minus_slack" unit="ps">2520</metric>
  </group>
  <group name="layout">
    <metric name="mostFrequentLayoutCell" unit="">sky130_fd_sc_hd__dfrtp_1</metric>
    <metric name="final_core_utilization" unit="">0.500</metric>
    <metric name="area_delta_synth_final" unit="%">21.5</metric>
    <metric name="top_cells_excl_fill_tap" unit="">sky130_fd_sc_hd__dfrtp_1, sky130_fd_sc_hd__mux2_2, sky130_fd_sc_hd__clkdlybuf4s50_1, sky130_fd_sc_hd__xnor2_1, sky130_fd_sc_hd__edfxtp_1</metric>
    <metric name="final_layout_size_suffix_gt1_frac" unit="">0.303</metric>
    <metric name="final_area" unit="um2">9040</metric>
  </group>
  <group name="min_path">
    <metric name="tightest_hold_check_type" unit="">flip-flop to flip-flop</metric>
  </group>
  <group name="run_status">
    <metric name="status" unit="">complete, no violations</metric>
  </group>
  <group name="flow_run">
    <metric name="timing.max_cap.violations" unit="">0</metric>
    <metric name="stage_log_warnings" unit="">27</metric>
  </group>
  <group name="global_routing">
    <metric name="gr-usage-all-layers" unit="">0.187</metric>
    <metric name="grt_antenna_before_repair" unit="">0</metric>
    <metric name="vias_in_the_first_global_route" unit="">4676</metric>
    <metric name="grt_remaining_overflow" unit="">0</metric>
    <metric name="grt_first_pass_wirelength" unit="um">26300</metric>
    <metric name="grt_start_max_net_pins" unit="">76</metric>
  </group>
</metrics>
-- stage by stage --
| step | cells | power (mW) | hold WS [ps] |
|---|---|---|---|
| after floorplan | 507 | 2.68 | 452 |
| final | 813 | 4.60 | 488 |
| after global routing | 813 | 4.79 | 513 |
| after detailed placement | 781 | 2.93 | 475 |
| after CTS | 813 | 4.65 | 490 |
| after global placement | 781 | 2.90 | 463 |
-- per-layer routing --
metal / vias up / track usage / routed length, um
met5: - / 0 / 0
li1: 2084 / - / -
met3: 14 / 0.0427 / 797
met1: 2301 / 0.305 / 7230
met4: 0 / 0.0237 / 239
met2: 139 / 0.281 / 7700
-- area by class of cell --
class,count,area (um2)
Clock buffer,24,482
Clock inverter,8,128
Fill cell,1468,9050
Inverter,9,37.5
Multi-Input combinational cell,297,3070
Sequential cell,161,4190
Tap cell,229,287
Timing Repair Buffer,85,836
-- cells in the mapped netlist (2+ instances only) --
library cell	instances	area [um2]
sky130_fd_sc_hd__dfrtp_1	128	3200
sky130_fd_sc_hd__mux2_2	92	1040
sky130_fd_sc_hd__xnor2_1	43	377
sky130_fd_sc_hd__edfxtp_1	33	991
sky130_fd_sc_hd__mux4_2	30	676
sky130_fd_sc_hd__clkbuf_1	26	97.6
sky130_fd_sc_hd__a211oi_1	16	120
sky130_fd_sc_hd__a221oi_1	15	131
sky130_fd_sc_hd__nand3_1	13	65.1
sky130_fd_sc_hd__nand4_1	13	81.3
sky130_fd_sc_hd__o31ai_1	13	97.6
sky130_fd_sc_hd__or4_1	13	97.6
sky130_fd_sc_hd__inv_1	9	33.8
sky130_fd_sc_hd__nand2_1	8	30.0
sky130_fd_sc_hd__buf_1	7	26.3
sky130_fd_sc_hd__buf_2	6	30.0
sky130_fd_sc_hd__nor4_1	6	37.5
sky130_fd_sc_hd__or3_1	5	31.3
sky130_fd_sc_hd__mux2_1	4	45.0
sky130_fd_sc_hd__nor2_1	4	15.0
sky130_fd_sc_hd__or2_2	4	25.0
sky130_fd_sc_hd__nor3_1	3	15.0
sky130_fd_sc_hd__o21ai_1	3	15.0
sky130_fd_sc_hd__xor2_1	3	26.3
sky130_fd_sc_hd__mux4_1	2	52.6
-- cells by family (layout without fill, tap and decap cells) --
group	Yosys count	in the layout	synth area share
AND/OR/NAND/NOR	74	74	0.0597
multiplexers	128	128	0.243
AND-OR/OR-AND	48	48	0.0509
flip-flops	161	161	0.564
XOR/XNOR	46	46	0.0541
adder cells (fa/ha/maj)	1	1	0.00168
buffers and inverters	49	126	0.0267
-- path summary, 6_finish.rpt --
check                                              start                       endpoint  cells after the start
setup / recovery            U_TIMER.U_counter.cnt_reg[0]  U_TIMER.U_counter.cnt_reg[28]                      5
hold reg to reg            U_APB_Intf_TIMER.slv_reg2[15]  U_APB_Intf_TIMER.slv_reg2[15]                      1
hold / removal             U_APB_Intf_TIMER.slv_reg2[15]  U_APB_Intf_TIMER.slv_reg2[15]                      1
max in group asynchronous                         PRESET   U_APB_Intf_TIMER.slv_reg3[1]                      3
min in group asynchronous                         PRESET  U_APB_Intf_TIMER.slv_reg3[29]                      3
setup reg to reg            U_TIMER.U_counter.cnt_reg[0]  U_TIMER.U_counter.cnt_reg[28]                      5
-- report_power, final --
group | switching [mW] | internal [mW] | leakage (nW)
logic | 0.274 | 0.431 | 1.18
clock network | 0.652 | 1.06 | 0.291
registers | 0.185 | 2.00 | 1.92
Power and IR drop assume default switching activity.
